==> design/flow/run.sh <==
#!/bin/bash
# OpenROAD 26Q1-2900-gdf79404cd8, Yosys 0.63+post, stock flow scripts
make -C /OpenROAD-flow-scripts/flow DESIGN_CONFIG=/design/flow/config.mk WORK_HOME=/design/flow/orfs finish
==> design/flow/config.mk <==
export PLATFORM = sky130hd
export DESIGN_NAME = buttonController
export DESIGN_NICKNAME = buttonController
export VERILOG_FILES = /design/flow/design.v
export SDC_FILE = /design/flow/constraint.sdc
export NUM_CORES = 4
export LEC_CHECK = 1
export CORE_UTILIZATION = 40
export SYNTH_HDL_FRONTEND = slang
==> design/flow/constraint.sdc <==
current_design buttonController

set clk_period 3.0
set clk_io_pct 0.2

create_clock -name clk0 -period $clk_period [get_ports {clk}]

set non_clock_inputs [all_inputs -no_clocks]
set_input_delay [expr $clk_period * $clk_io_pct] -clock clk0 $non_clock_inputs
set_output_delay [expr $clk_period * $clk_io_pct] -clock clk0 [all_outputs]
==> design/flow/design.v <==
`timescale 1ns / 1ps
module buttonController #(
    parameter int boundiries_X = 639,
    parameter int boundiries_Y = 479
)(
    input  logic clk,
    input  logic reset,
    input  logic right_btn,
    input  logic left_btn,
    input  logic up_btn,
    input  logic down_btn,
    input  logic center_btn,
    output logic [9:0] mouseX,
    output logic [9:0] mouseY,
    output logic pixel_will_painted
);
    logic [19:0] counter; 
    logic enable;
    initial begin
        mouseX = boundiries_X / 2;
        mouseY = boundiries_Y / 2;
        pixel_will_painted = 0;
        counter = 0;
    end
    always_ff @(posedge clk or posedge reset) begin
        if (reset) begin
            counter <= 0;
            enable <= 0;
        end else begin
            counter <= counter + 1;
            if (counter == 0) 
                enable <= 1;
            else  
                enable <= 0;
        end
    end
    always_ff @(posedge clk or posedge reset) begin
        if (reset) begin
            mouseX <= boundiries_X / 2;
            mouseY <= boundiries_Y / 2;
            pixel_will_painted <= 0;
        end else begin
            if (enable) begin
                if (right_btn) 
                    mouseX <= (mouseX < boundiries_X) ? mouseX + 1 : boundiries_X;
                if (left_btn) 
                    mouseX <= (mouseX > 0) ? mouseX - 1 : 0;
                if (up_btn) 
                    mouseY <= (mouseY > 0) ? mouseY - 1 : 0;
                if (down_btn) 
                    mouseY <= (mouseY < boundiries_Y) ? mouseY + 1 : boundiries_Y;
            end
            if (center_btn) 
                pixel_will_painted <= 1;
            else
                pixel_will_painted <= 0;
        end
    end
endmodule
==> metrics.csv <==
metric,value,unit
ant_nets,0,
cts_tree,built,
drive_gt1_share,11.1,%
ff_type,dfrtp_1,
edf_count,0,
mi_logic_area,0.00153,mm^2
p_total,1.20,mW
htreeDepth,2,
relSlewSlack,44.9,%
cp.required,3230,ps
irDropWorstVdd,212,uV
power_per_cell_area,379,mW/mm^2
first_pass_iters,10,
insertion_delay,290,ps
cts_hold_buffers,0,
grt_start_max_net_pins,23,
vias,2438,
grt_overflow,0,
die_h,84.8,um
cpPeakStageDelay,640,ps
grt_pass1_vias,2111,
insertedDiodeCount,0,
post_cts_resized,0,
core,0.00649,mm^2
placed_cell_area,0.00305,mm^2
mostFrequentLayoutCell,dfrtp_1,
synth_area,0.00274,mm^2
whs,481,ps
die_w,84.8,um
fmax,0.439,GHz
globalplace.congestion,0.859,
ys_cells,307,
cp-end-kind,flip-flop,
path_max_fanout,11,
crit_slowest_cell,or4b_2,
async_flop_share,100,%
antenna_found_initial,0,
r2r-start,mouseX[0]$_DFFE_PP1P_,
hpwl,4310,um
clock_sinks,42,
hold_path_class,reg -> reg,
setup_viol,0,
grt_pass1_wl,10500,um
crit_type,reg -> reg,
pin_count,28,
port_buffers,27,
cts_root_buf,clkbuf_8,
leakage,1.20,nW
start_kind,flip-flop,
synthesis.instances,307,
syn_avg_cell_area,8.93,um^2
finalClockPeriodUsage,75.9,%
rsz0062_at_grt,false,
drt_iter0_drc,256,
routed_wl,6220,um
crit_family,AND-OR/OR-AND gates,
drc_errors,0,
syn_to_final_growth,15.2,%
wl_per_cell,15.5,um
die_area,0.00719,mm^2
grt_usage,18.2,%
fillers,581,
path_buffers,1,
crit_start,mouseX[0]$_DFFE_PP1P_,
synth-seq-cells,42,
stdcell_area,0.00316,mm^2
final.setup_skew,6.53,ps
warnings,28,
clkTransAtPathRegs,80,ps
vias_per_cell,6.10,
finalMaxSlewViolations,0,
lay_top_cells,"dfrtp_1, clkdlybuf4s50_1, nand2_1",
post_cts.repair.setup_buffers,0,
yosysChipArea,0.00274,mm^2
cap_violations,0,
final.setup.tns,0,ps
critPathArrivalTime,2510,ps
synth.distinct_cells,61,
fp-utilization,42.2,%
seq_area_frac_synth,39.0,%
min_period,2280,ps
min_from,counter[19]$_DFF_PP0_,
yosysWarnings,0,
worst_pin_slew,815,ps
regArea,0.00107,mm^2
crit_chain,inv_1 > ha_1 > or4b_2 > o31ai_1 > nor4_1 > a211o_1,
clockBufferDepth,2,
hold_viol,0,
fp-row-count,29,
cts_buffers,5,
status,"finished, final reports clean",
## sequential cells by signal, indices dropped and copies added (netlist names)
| signal | cells |
|---|---|
| enable | 1 |
| mouseX | 10 |
| mouseY | 10 |
| counter | 20 |
| pixel_will_painted | 1 |
## cells by family after synthesis
logic type | share of synthesized area, %
compound gates | 21.4
simple gates | 23.4
mux | 1.51
flops | 39.0
xor+xnor | 6.71
fa+ha+maj | 2.74
buf+inv | 5.25
## power breakdown
part	leakage, nW	switching, mW	total, mW	internal [mW]
combinational	0.633	0.0618	0.126	0.0641
clock	0.0514	0.203	0.451	0.248
sequential	0.513	0.0338	0.619	0.586
total	1.20	0.298	1.20	0.898
## metal layers
| layer | GRT usage, % | vias to the layer above | routed length [um] |
|---|---|---|---|
| met2 | 24.6 | 72 | 2690 |
| met1 | 31.6 | 1160 | 3170 |
| li1 | - | 1202 | - |
| met4 | 3.08 | 0 | 46 |
| met3 | 3.29 | 4 | 311 |
| met5 | 0 | - | 0 |
## path summary, 6_finish.rpt
kind | endpoint | slack, ps | cells past startpoint
worst min register to register | counter[19]$_DFF_PP0_ | 480 | 1
max in group asynchronous | mouseY[6]$_DFFE_PP1P_ | 1720 | 3
min in group asynchronous | counter[3]$_DFF_PP0_ | 640 | 2
worst min-delay path | counter[19]$_DFF_PP0_ | 480 | 1
worst max register to register | mouseX[5]$_DFFE_PP1P_ | 720 | 6
worst max-delay path | mouseX[5]$_DFFE_PP1P_ | 720 | 6
## synth_stat cells, types with 4 or more instances
master / number / share of area, %
clkbuf_1: 22 / 3.0
dfstp_2: 14 / 13
nor4_1: 11 / 2.5
a21oi_1: 9 / 1.6
xnor2_1: 13 / 4.2
o31ai_1: 4 / 1.1
xor2_1: 8 / 2.6
a31oi_1: 8 / 1.8
nand2_1: 20 / 2.7
nand4_1: 13 / 3.0
ha_1: 6 / 2.7
a211oi_1: 4 / 1.1
nor2_1: 16 / 2.2
o21ai_0: 13 / 2.4
or4_1: 5 / 1.4
inv_1: 12 / 1.6
o211ai_1: 6 / 1.6
nand3_1: 18 / 3.3
and3_1: 5 / 1.1
nor3_1: 7 / 1.3
dfrtp_1: 28 / 26
## metrics by stage
stage / setup slack, ps / utilization, % / instances
floorplan: 845 / - / 307
global placement: 524 / 46.9 / 392
detailed placement: 538 / 46.9 / 392
CTS: 764 / 48.6 / 400
global route: 621 / 48.6 / 400
finish: 722 / 48.6 / 400
## final cells by class
type / count / area share, %
clock inverter: 2 / 1.19
timing repair buffer: 32 / 9.75
sequential: 42 / 33.9
clock buffer: 6 / 2.30
multi-input combinational: 229 / 48.4
inverter: 12 / 1.43
tap: 77 / 3.05
No activity file was given, so power comes from the tool's default toggle rates.
